File: /design/flow/design.v
package mult_pkg;
function [31:0] multiplication (string round, logic [31:0] a, logic [31:0] b);
    bit [31:0] result;
    if(a[30:23] == '0) a[22:0] = '0; 
    if(b[30:23] == '0) b[22:0] = '0; 
    if(a[30:23] == '1) a[22:0] = '0;
    if(b[30:23] == '1) b[22:0] = '0; 
    if((a[30:23] == '1 && b[30:23] == '0) || (a[30:23] == '0 && b[30:23] == '1)) result = {1'b0, {8{1'b1}}, {23{1'b0}}}; 
    else begin
        result = $shortrealtobits($bitstoshortreal(a) * $bitstoshortreal(b)); 
        case (round)
            "IEEE_near": begin
                if(result[30:23] == '1) result[22:0] = '0;
                if(result[30:23] == '0) result[22:0] = '0;
            end
            "IEEE_zero": begin
                if($bitstoshortreal(result) > ($bitstoshortreal(a) * $bitstoshortreal(b))) 
                    begin 
                        if($bitstoshortreal(result) > 0) 
                            begin
                                result = result - 1; 
                            end
                    end
                if($bitstoshortreal(result) < ($bitstoshortreal(a) * $bitstoshortreal(b))) 
                    begin
                        if($bitstoshortreal(result) < 0) 
                            begin
                                result = result - 1; 
                            end
                    end
                if(result[30:23] == '0) result[22:0] = '0;
            end
            "away_zero": begin
                if((result[30:23] == '0 && result[22:0] != '0) || (a[30:23] != '0 && b[30:23] != '0 && result[30:23] == '0 && result[22:0] == '0)) begin
                    result = {result[31], {7{1'b0}}, 1'b1, {23{1'b0}}};
                end
                else begin
                    if($bitstoshortreal(result) > ($bitstoshortreal(a) * $bitstoshortreal(b))) 
                        begin 
                            if($bitstoshortreal(result) < 0) 
                                begin
                                    result = result + 1; 
                                end
                        end
                    if($bitstoshortreal(result) < ($bitstoshortreal(a) * $bitstoshortreal(b))) 
                        begin
                            if($bitstoshortreal(result) > 0) 
                                begin
                                    result = result + 1; 
                                end
                        end
                end
                if(result[30:23] == '1) result[22:0] = '0;
            end
            "IEEE_pinf": begin
                if((result[31] == 0 && result[30:23] == '0 && result[22:0] != '0) || (result[31] == 0 &&  a[30:23] != '0 && b[30:23] != '0 && result[30:23] == '0 && result[22:0] == '0)) begin
                    result = {{8{1'b0}}, 1'b1, {23{1'b0}}};
                end
                else begin
                    if($bitstoshortreal(result) < ($bitstoshortreal(a) * $bitstoshortreal(b))) 
                        begin 
                            if($bitstoshortreal(result) > 0) 
                                begin
                                    result = result + 1; 
                                end
                        end
                    if($bitstoshortreal(result) < ($bitstoshortreal(a) * $bitstoshortreal(b))) 
                        begin
                            if($bitstoshortreal(result) < 0) 
                                begin
                                    result = result - 1; 
                                end
                        end
                end
                if(result[30:23] == '0) result[22:0] = '0;
            end
            "IEEE_ninf": begin
                if((result[31] == 1 && result[30:23] == '0 && result[22:0] != '0) || (result[31] == 1 &&  a[30:23] != '0 && b[30:23] != '0 && result[30:23] == '0 && result[22:0] == '0)) begin
                    result = {1'b1, {7{1'b0}}, 1'b1, {23{1'b0}}};
                end
                else begin
                    if($bitstoshortreal(result) > ($bitstoshortreal(a) * $bitstoshortreal(b))) 
                        begin 
                            if($bitstoshortreal(result) > 0) 
                                begin
                                    result = result - 1; 
                                end
                        end
                    if($bitstoshortreal(result) > ($bitstoshortreal(a) * $bitstoshortreal(b))) 
                        begin
                            if($bitstoshortreal(result) < 0) 
                                begin
                                    result = result + 1; 
                                end
                        end
                end
                if(result[30:23] == '0) result[22:0] = '0;
            end
            "near_up": begin
                if(($bitstoshortreal(result) < ($bitstoshortreal(a) * $bitstoshortreal(b)))) 
                    begin
                        if(($bitstoshortreal(result) - ($bitstoshortreal(a) * $bitstoshortreal(b))) == (($bitstoshortreal(a) * $bitstoshortreal(b)) - $bitstoshortreal(result-1))) 
                            begin
                                if($bitstoshortreal(result) < 0) 
                                    begin
                                        result = result - 1;
                                    end
                            end
                    end
                if(($bitstoshortreal(result) < ($bitstoshortreal(a) * $bitstoshortreal(b)))) 
                    begin
                        if(($bitstoshortreal(result+1) - ($bitstoshortreal(a) * $bitstoshortreal(b))) == (($bitstoshortreal(a) * $bitstoshortreal(b)) - $bitstoshortreal(result))) 
                            begin
                                if($bitstoshortreal(result) > 0) 
                                    begin
                                        result = result + 1;
                                    end
                            end
                    end
                if(result[30:23] == '1) result[22:0] = '0;
                if(result[30:23] == '0) result[22:0] = '0;
            end
    endcase
    end
    return result;
endfunction
endpackage
package round_pkg;
  typedef enum logic [2:0] {
      IEEE_near,
      IEEE_zero,
      IEEE_pinf,
      IEEE_ninf,
      near_up,
      away_zero
  } round_mode;
endpackage
import round_pkg::*;
module exception_mult (
    input  logic [31:0] a,
    input  logic [31:0] b,
    input  logic [31:0] z_calc,
    input  logic        overflow,
    input  logic        underflow,
    input  logic        inexact,
    input  round_mode   round,
    output logic [31:0] z,
    output logic zero_f,
    output logic inf_f,
    output logic nan_f,
    output logic tiny_f,
    output logic huge_f,
    output logic inexact_f
);
    typedef enum logic [2:0] {
        ZERO,
        INF,
        NORM,
        MIN_NORM,
        MAX_NORM
    } interp_t;
    function interp_t num_interp(logic [31:0] num);
        case (num[30:23])
            8'b1111_1111: return INF;
            8'b0000_0000: return ZERO;
            default:      return NORM;
        endcase
    endfunction
    function logic [30:0] z_num(interp_t interp);
        case (interp)
            ZERO:     return 31'b00000000_00000000000000000000000;
            INF:      return 31'b11111111_00000000000000000000000;
            MIN_NORM: return 31'b00000001_00000000000000000000000;
            MAX_NORM: return 31'b11111110_11111111111111111111111;
            default:  return 31'b0;
        endcase
    endfunction
    interp_t interp_a, interp_b;
    logic sign;
    always_comb begin
        z         = 32'b0;
        zero_f    = 0;
        inf_f     = 0;
        nan_f     = 0;
        tiny_f    = 0;
        huge_f    = 0;
        inexact_f = inexact;
        sign      = z_calc[31];
        interp_a  = num_interp(a);
        interp_b  = num_interp(b);
        if (interp_a == ZERO && interp_b == ZERO) begin
            z = {sign, z_num(ZERO)};
            zero_f = 1;
        end else if (interp_a == ZERO && interp_b == NORM) begin
            z = {sign, z_num(ZERO)};
            zero_f = 1;
        end else if (interp_a == ZERO && interp_b == INF) begin
            z = {1'b0, z_num(INF)};
            nan_f = 1;
        end else if (interp_a == INF && interp_b == INF) begin
            z = {sign, z_num(INF)};
            inf_f = 1;
        end else if (interp_a == INF && interp_b == NORM) begin
            z = {sign, z_num(INF)};
            inf_f = 1;
        end else if (interp_a == INF && interp_b == ZERO) begin
            z = {1'b0, z_num(INF)};
            nan_f = 1;
        end else if (interp_a == NORM && interp_b == ZERO) begin
            z = {sign, z_num(ZERO)};
            zero_f = 1;
        end else if (interp_a == NORM && interp_b == INF) begin
            z = {sign, z_num(INF)};
            inf_f = 1;
        end
        else if (overflow) begin
            unique case (round)
                IEEE_near, near_up, away_zero: begin
                    z = {sign, z_num(INF)};
                    inf_f = 1;
                end
                IEEE_zero: begin
                    z = {sign, z_num(MAX_NORM)};
                    huge_f = 1;
                end
                IEEE_pinf: begin
                    if (sign == 1'b0) begin
                        z = {sign, z_num(INF)};
                        inf_f = 1;
                    end else begin
                        z = {sign, z_num(MAX_NORM)};
                        huge_f = 1;
                    end
                end
                IEEE_ninf: begin
                    if (sign == 1'b1) begin
                        z = {sign, z_num(INF)};
                        inf_f = 1;
                    end else begin
                        z = {sign, z_num(MAX_NORM)};
                        huge_f = 1;
                    end
                end
                default: begin
                    z = {sign, z_num(INF)};
                    inf_f = 1;
                end
            endcase
        end
        else if (underflow) begin
            unique case (round)
                IEEE_near, IEEE_zero, near_up: begin
                    z = {sign, z_num(ZERO)};
                    zero_f = 1;
                end
                IEEE_pinf: begin
                    if (sign == 1'b1) begin
                        z = {1'b1, z_num(ZERO)};
                        zero_f = 1;
                    end else begin
                        z = {1'b0, z_num(MIN_NORM)};
                        tiny_f = 1;
                    end
                end
                IEEE_ninf: begin
                    if (sign == 1'b0) begin
                        z = {1'b0, z_num(ZERO)};
                        zero_f = 1;
                    end else begin
                        z = {1'b1, z_num(MIN_NORM)};
                        tiny_f = 1;
                    end
                end
                away_zero: begin
                    z = {sign, z_num(MIN_NORM)};
                    tiny_f = 1;
                end
                default: begin
                    z = {sign, z_num(ZERO)};
                    zero_f = 1;
                end
            endcase
        end
        else begin
            z = z_calc;
        end
    end
endmodule
import round_pkg::*;
module fp_mult (
    input  logic [31:0] a, b,
    input  logic [2:0]  rnd,
    output logic [31:0] z,
    output logic [7:0]  status,
    input  logic        clk, rst
);
    logic        sign;
    logic signed [7:0]  a_exp, b_exp;
    logic signed [9:0]  exp_sum;
    logic [23:0] a_mant, b_mant;
    logic [47:0] P;
    always_comb begin
        sign     = a[31] ^ b[31];
        a_exp    = a[30:23];
        b_exp    = b[30:23];
        exp_sum  = a_exp + b_exp - 10'd127;
        a_mant   = {1'b1, a[22:0]};
        b_mant   = {1'b1, b[22:0]};
        P        = a_mant * b_mant;
    end
    logic [22:0] mantissa_norm;
    logic signed [9:0] exponent_norm;
    logic        guard_bit, sticky_bit;
    normalize_mult normalize_unit (
        .P(P),
        .exp_in(exp_sum),
        .mantissa_norm(mantissa_norm),
        .exp_norm(exponent_norm),
        .guard_bit(guard_bit),
        .sticky_bit(sticky_bit)
    );
    logic [22:0] mantissa_reg;
    logic signed [9:0] exponent_reg;
    logic guard_reg, sticky_reg;
    logic sign_reg;
    round_mode round_reg;
    logic [31:0] a_reg, b_reg;
    always @(posedge clk) begin
        if (!rst) begin
            mantissa_reg <= '0;
            exponent_reg <= '0;
            guard_reg    <= '0;
            sticky_reg   <= '0;
            sign_reg     <= '0;
            round_reg    <= IEEE_near;
            a_reg        <= '0;
            b_reg        <= '0;
        end else begin
            mantissa_reg <= mantissa_norm;
            exponent_reg <= exponent_norm;
            guard_reg    <= guard_bit;
            sticky_reg   <= sticky_bit;
            sign_reg     <= sign;
            round_reg    <= round_mode'(rnd);
            a_reg        <= a;
            b_reg        <= b;
        end
    end
    logic [24:0] mantissa_rounded;
    logic signed [9:0] exponent_rounded;
    logic inexact;
    round_mult round_unit (
        .mantissa_in({1'b1, mantissa_reg}),
        .guard_bit(guard_reg),
        .sticky_bit(sticky_reg),
        .calculated_sign(sign_reg),
        .round(round_reg),
        .result(mantissa_rounded),
        .inexact(inexact)
    );
    logic [24:0] mantissa_shifted;
    logic [7:0]  exp_final;
    logic        overflow, underflow;
    logic [31:0] z_calc;
    always_comb begin
        if (mantissa_rounded[24]) begin
            mantissa_shifted = mantissa_rounded >> 1;
            exponent_rounded = exponent_reg + 1;
        end else begin
            mantissa_shifted = mantissa_rounded;
            exponent_rounded = exponent_reg;
        end
        if (exponent_rounded > 254)
            exp_final = 8'd255;
        else if (exponent_rounded < 1) begin
            exp_final = 8'd0;            
        end
        else
            exp_final = exponent_rounded[7:0];
        z_calc = {sign_reg, exp_final, mantissa_shifted[22:0]};
        overflow  = (exponent_rounded > 254);
        underflow = (exponent_rounded < 1);
    end
    logic zero_f, inf_f, nan_f, tiny_f, huge_f, inexact_f;
    exception_mult exception_unit (
        .a(a_reg),
        .b(b_reg),
        .z_calc(z_calc),
        .overflow(overflow),
        .underflow(underflow),
        .inexact(inexact),
        .round(round_reg),
        .z(z),    
        .zero_f(zero_f),
        .inf_f(inf_f),
        .nan_f(nan_f),
        .tiny_f(tiny_f),
        .huge_f(huge_f),
        .inexact_f(inexact_f)
    );
    assign status = {1'b0, 1'b0, inexact_f, huge_f, tiny_f, nan_f, inf_f, zero_f};
endmodule
import round_pkg::*; 
module fp_mult_top (
     clk, rst, rnd, a, b, z, status
);
    input logic [31:0] a, b;      	 
    input logic [2:0] rnd;        
    output logic [31:0] z;       
    output logic [7:0] status;    
    input logic clk, rst; 
    logic [31:0] a1, b1;
    round_mode rnd1;              
    logic [31:0] z1;
    logic [7:0] status1;
    fp_mult multiplier(a1, b1, rnd1, z1, status1, clk, rst);
    always @(posedge clk)
       if (!rst)
          begin 
             a1 <= '0;
             b1 <= '0;
             rnd1 <= IEEE_near;
             z <= '0;
             status <= '0;
          end
       else
          begin
             a1 <= a;
             b1 <= b;
             rnd1 <= round_mode'(rnd); 
             z <= z1;
             status <= status1;
          end
endmodule
module normalize_mult (
    input  logic [47:0] P,              
    input  logic signed [9:0]  exp_in,         
    output logic [22:0] mantissa_norm, 
    output logic signed [9:0]  exp_norm,      
    output logic        guard_bit,     
    output logic        sticky_bit     
);
    always_comb begin
        if (P[47] == 1'b1) begin
            mantissa_norm = P[46:24];         
            guard_bit     = P[23];             
            sticky_bit    = |P[22:0];          
            exp_norm      = exp_in + 1;        
        end else begin
            mantissa_norm = P[45:23];          
            guard_bit     = P[22];
            sticky_bit    = |P[21:0];
            exp_norm      = exp_in;            
        end
    end
endmodule
import round_pkg::*;
module round_mult (
    input  logic [23:0] mantissa_in,
    input  logic        guard_bit,
    input  logic        sticky_bit,
    input  logic        calculated_sign,
    input  round_mode   round,
    output logic [24:0] result,     
    output logic        inexact
);
    logic round_up;   
    always_comb begin
        result   = 25'b0;
        inexact = guard_bit | sticky_bit;
        round_up = 1'b0;
        case (round)
            IEEE_near:    round_up = guard_bit & (sticky_bit | mantissa_in[0]);
            IEEE_zero:    round_up = 1'b0;
            IEEE_pinf:    round_up = (calculated_sign == 1'b0) & inexact;
            IEEE_ninf:    round_up = (calculated_sign == 1'b1) & inexact;
            near_up:      round_up = guard_bit;
            away_zero:    round_up = inexact;
            default:      round_up = guard_bit & (sticky_bit | mantissa_in[0]);
        endcase
        result = {1'b0, mantissa_in} + round_up;  
    end
endmodule
File: /design/flow/run.sh
#!/bin/bash
# OpenROAD 26Q1-2900-gdf79404cd8, Yosys 0.63+post, stock flow scripts
make -C /OpenROAD-flow-scripts/flow DESIGN_CONFIG=/design/flow/config.mk WORK_HOME=/design/flow/orfs finish
File: /design/flow/config.mk
export PLATFORM = sky130hd
export DESIGN_NAME = fp_mult_top
export DESIGN_NICKNAME = fp_mult_top
export VERILOG_FILES = /design/flow/design.v
export SDC_FILE = /design/flow/constraint.sdc
export NUM_CORES = 4
export LEC_CHECK = 1
export CORE_UTILIZATION = 30
export SYNTH_HDL_FRONTEND = slang
File: /design/flow/constraint.sdc
current_design fp_mult_top

set clk_period 17.3
set clk_io_pct 0.2

create_clock -name clk0 -period $clk_period [get_ports {clk}]

set non_clock_inputs [all_inputs -no_clocks]
set_input_delay [expr $clk_period * $clk_io_pct] -clock clk0 $non_clock_inputs
set_output_delay [expr $clk_period * $clk_io_pct] -clock clk0 [all_outputs]
==> metrics.csv <==
metric,value,unit
layout-drive-gt1-share,3.16,%
fp_util,30.4,%
finalNonFillerCells,4109,
rows,106,
synth_cell_types,76,
p_leak,13.5,nW
die_w,294,µm
fin_skew,17.3,ps
syn_inst,2921,
top_area_cell,fa_1,
first_iter_violations,614,
min_to,multiplier.round_reg[2],
end_kind,flip-flop,
fillers,8628,
antenna_found_initial,3,
htree_levels,4,
r2r_slack,8730,ps
post-route-cell-area,0.0285,mm²
syn_avg_cell_area,8.74,µm²
post-synth-top-count-cell,inv_1,
cts.clk_slew.worst_paths,80,ps
setup_violations,0,
place_inst,4077,
ir_drop,0.0000968,V
power.density,98.5,mW/mm²
cts_tree,done,
grt_overflow,0,
io_pins,109,
antenna_cells,0,
drv_slew,0,
reg2regPathDepth,26,
postPlaceCellArea,0.0279,mm²
reg_top3,"a1 x32, b1 x32, z x32",
synthTopCellsByCount,"627 x inv_1, 483 x fa_1, 356 x nand2_1, 338 x and2_1, 193 x ha_1",
tool_warnings,26,
ys_area,0.0255,mm²
yosys_warnings,0,
worst_hold_path_type,reg -> reg,
cts_buffers,17,
r2r_start,a1[8],
min_from,rnd1[2],
hold_viol_final,0,
dr.pass1.iters,5,
ant_nets,0,
fmax,117,MHz
clockBufferDepth,2,
core_area,0.0840,mm²
whs_path_depth,1,
grt_pass1_wl,110,mm
insertion_delay,470,ps
portBuffers,106,
fin_util,33.9,%
ys_seq_share,12.5,%
cts_setup_buffers,0,
outcome,finished clean,
cp.arrival,8950,ps
grt_usage,17.2,%
routed_wl,66.6,mm
crit_path_start_kind,flip-flop,
max_cap_violations,0,
worstPathMaxFanout,35,
numSynthFlops,160,
grt_max_degree,55,
routed_via_density,4.52,
async_reset_ff_share,0,%
slowest_stage,dfxtp_1,
synth.top_cell.area_share,37.9,%
gp_congestion,0.942,
ys.flop_type,dfxtp_1,
synth_area,0.0255,mm²
slew_headroom,36.0,%
first_global_vias,20200,
cts_resized,0,
clock-sinks,160,
min_period,8570,ps
worstMarginPinSlew,959,ps
critPathKind,reg -> reg,
tns,0,ps
die_h,294,µm
syn_to_final_growth,11.5,%
vias,18600,
drcViolationCount,0,
synthTopCellsByArea,"fa_1 38%, dfxtp_1 13%, ha_1 9.5%",
ys_cells,2921,
cts_root_buf,clkbuf_16,
edf_count,0,
worst_ep_required_time,17680,ps
hpwl,52.9,mm
dieArea,0.0863,mm²
critPathLaunch,a1[8],
finalClockPeriodUsage,49.5,%
rsz0062_at_grt,no,
r2r_end,multiplier.exponent_reg[8],
wl_per_cell,16.2,µm
cts-hold-fix-buffers,0,
fin_hold_ws,435,ps
cpPeakStageDelay,870,ps
-- metal layers --
layer	track usage, %	wire [µm]	vias up
li1	-	-	8908
met1	23.8	29000	8932
met2	24.9	28300	666
met3	9.02	7830	66
met4	2.77	1420	4
met5	0.170	23	-
-- metrics by stage --
step	power [mW]	setup WS [ps]
5_1_grt	3.12	8240
3_5_place_dp	2.39	8840
2_1_floorplan	1.83	10160
4_1_cts	2.83	8780
6_report	2.80	8730
3_3_place_gp	2.42	8860
-- cell usage in the layout (no fill, tap or decap), drive strengths merged, types with 30 or more instances in the layout --
cell             n
a21oi           92
clkdlybuf4s50  105
and2           338
inv            637
fa             483
nand2          356
xnor2           44
dfxtp          160
xor2            30
ha             193
o21ai           73
buf             46
nor2           116
-- cell type report --
| class | instances | area [µm²] | share of cell area [%] |
|---|---|---|---|
| well taps | 1134 | 1420 | 4.99 |
| inverters | 633 | 2380 | 8.35 |
| clock inverters | 14 | 161 | 0.567 |
| flip-flops and latches | 160 | 3200 | 11.3 |
| repair buffers | 151 | 1400 | 4.91 |
| multi-input cells | 1999 | 19500 | 68.4 |
| clock buffers | 18 | 439 | 1.54 |
-- report_power, final --
group	leakage, nW	switching, mW	internal (mW)	total [mW]
sequential	1.32	0.0395	0.414	0.454
combinational	11.9	1.20	0.755	1.95
clock	0.291	0.198	0.198	0.397
total	13.5	1.44	1.37	2.80
-- cell families (layout without fill, tap and decap cells) --
| logic type | Yosys count | count (layout) | synth area share, % |
|---|---|---|---|
| compound gates | 286 | 286 | 7.15 |
| xor+xnor | 74 | 74 | 2.54 |
| fa+ha+maj | 676 | 676 | 47.3 |
| buf+inv | 763 | 816 | 11.3 |
| flops | 160 | 160 | 12.5 |
| mux | 10 | 10 | 0.402 |
| other cells | 1 | 2 | 0.0147 |
| simple gates | 951 | 951 | 18.7 |
-- worst max-delay path, delay by kind of cell, from the launching register on --
| kind | cells | cell delay (ps) |
|---|---|---|
| and+or+nand+nor | 6 | 1660 |
| adders and majority gates | 8 | 3860 |
| AOI/OAI and AO/OA | 4 | 1100 |
| buffers and inverters | 8 | 970 |
| DFF | 1 | 870 |
-- worst max-delay path by stage --
stage / end / slack (ps)
final: multiplier.exponent_reg[8] / 8730
after global routing: multiplier.exponent_reg[5] / 8240
after CTS: multiplier.exponent_reg[8] / 8780
Power figures rest on the tool's default switching activity, not on a simulated workload.
